===== flow/run.sh =====
#!/bin/bash
# OpenROAD 26Q1-2900-gdf79404cd8, Yosys 0.63+post, stock flow scripts
make -C /OpenROAD-flow-scripts/flow DESIGN_CONFIG=/design/flow/config.mk WORK_HOME=/design/flow/orfs finish

===== flow/config.mk =====
export PLATFORM = sky130hd
export DESIGN_NAME = Instr_Mem
export DESIGN_NICKNAME = Instr_Mem
export VERILOG_FILES = /design/flow/design.v
export SDC_FILE = /design/flow/constraint.sdc
export NUM_CORES = 4
export LEC_CHECK = 1
export CORE_AREA = 10 10 70 70
export DIE_AREA = 0 0 80 80

===== flow/constraint.sdc =====
current_design Instr_Mem

set clk_period 1.1
set clk_io_pct 0.2

create_clock -name clk0 -period $clk_period

set non_clock_inputs [all_inputs -no_clocks]
set_input_delay [expr $clk_period * $clk_io_pct] -clock clk0 $non_clock_inputs
set_output_delay [expr $clk_period * $clk_io_pct] -clock clk0 [all_outputs]

===== flow/design.v =====
`timescale 1ns / 1ps
module Instr_Mem(Instr,PCaddr);
output [15:0] Instr;
input [15:0] PCaddr;
reg[15:0] Instr;
reg[15:0] instr_mem [0:63];
initial 
    begin 
    instr_mem[0]=16'b1000_0110_1010_0000; 
    instr_mem[1]=16'b1000_0110_1011_0001; 
    instr_mem[2]=16'b0010_0000_0000_1000; 
    instr_mem[3]=16'b0010_0000_1011_0100; 
    instr_mem[4]=16'b0010_1000_1010_1000; 
    instr_mem[5]=16'b0110_0100_1100_0100; 
    instr_mem[6]=16'b1110_0100_0000_0011; 
    instr_mem[7]=16'b0001_0000_0000_0000; 
    instr_mem[8]=16'b0010_0000_0000_0000; 
    instr_mem[9]=16'b0010_0000_0000_0000; 
    instr_mem[10]=16'b0010_0000_0000_0000; 
    end
always @(PCaddr)
    begin
        Instr= instr_mem[PCaddr];
    end
endmodule

==> run summary <==
impl run done, here's what came out: status finished with violations, failing checks setup timing, most common logic cells in the final layout buf_6, buf_2, buf_4, RSZ-0062 raised after global routing true, clock period minus worst slack around 1200 ps, total number of vias about 350, share of layout cells above drive strength 1 86.8%, yosys synthesis chip area ~250 sq um, row cnt 21, Top cells by area ha_1, and2_1, a21oi_1, synthesized area 251 sq um, crit end category output port, number of global-route vias before repair between 300 and 400, core footprint about 0.0034 sq mm, Hold Startpoint PCaddr[2], Final Core Density between 20% and 30%, Pre-Place Util under 10%, CP Launch Type input pin, Flops 0, ant diodes 0, Routed WL per cell about 11 um, max frequency 833 MHz, fin. max-slew vios 0, Area Growth Syn to Fin 195%, PD cells ~310 mW/mm^2, Lkg Pwr between 0.3 and 0.4 nW, Internal 0.137 mW, Die H roughly 80 um, endpoints failing setup 10, Max Fanout on Critical Path 4, Via-to-Cell Ratio ~3, Log Warnings 50, Die Wd around 80 um, Unique cell types 19, gr usage total under 10%, Yosys top cell by area ha_1, crit path DRT between 800 and 900 ps, Ys Warns 1, grt total ovfl 0, Top-Level Pins 32, Initial DRT Pass Iterations 4, largest net degree at the start of global routing 9, period utilization 109%, yosys cell count 37, net switching power between 0.09 and 0.1 mW, Worst Path Arrival between 900 and 1000 ps, peak supply drop about 63 uV, initial drt markers 6, clock buffers 0, Reg area 0 sq um, PortBufs 19, Worst Slack Setup Final -101 ps, Top cell area share between 20% and 30%, Syn Inst Count 37, Crit Path Class in2out, DP Wirelength ~890 um, first-pass GRT wire length 1840 um, Clk pwr share 0%, max-capacitance violation count 0, crit path from PCaddr[1], power share of the combinational group 100.0%, initial antenna violation count 0, switching share of power around 40%, antenna-violating nets left 0, setup_tns -639 ps, final hold vios 0, routed wire length between 1000 and 1500 um, post-synthesis sequential area ratio 0%, Worst Hold Class in2out, Flop pwr share 0%, Avg Cell Area, Syn slightly below 7 sq um, DR DRC count 0, hold_buf cts 0, Die ar. around 0.0064 sq mm, Final GP Congestion 0.683
[synthesized netlist by cell type]
master    number
conb_1         1
a21o_1         1
nand2b_1       2
mux2i_1        1
nand2_1        4
buf_6          1
nor2_1         3
and2_1         4
a21oi_1        4
ha_1           5
nor2b_1        2
or2_1          1
inv_1          2
buf_2          1
and2_4         1
a211oi_2       1
nor3_1         1
a211oi_1       1
buf_4          1
[worst paths after layout]
| kind | to | slack (ps) | cells after the start |
|---|---|---|---|
| max | Instr[13] | -100 | 5 |
| min | Instr[7] | 720 | 3 |
[power by group through the flow]
stage         Clock (mW)  Sequential [mW]  Combinational (mW)
global route           0                0               0.251
finish                 0                0               0.230
CTS                    0                0               0.204
[layout make-up]
class | count | area (sq um)
fillers | 371 | 2670
multi-input cells | 32 | 363
inverters | 2 | 27.5
well taps | 46 | 57.6
repair buffers | 34 | 294
[kinds of logic (layout without fill, tap and decap cells)]
kind of cell / Yosys count / count (layout) / synth area share [%]
and+or+nand+nor: 18 / 18 / 38.3
AOI/OAI and AO/OA: 7 / 7 / 18.9
adders and majority gates: 5 / 5 / 24.9
buffers and inverters: 5 / 36 / 12.4
other: 1 / 1 / 1.49
muxes: 1 / 1 / 3.98
[layer usage]
layer	GRT usage, %	wire length, um	vias up
met5	0	0	-
li1	-	-	180
met1	4.48	526	159
met4	0	0	0
met2	5.78	584	12
met3	1.36	138	0
[through the flow]
step / worst slack [ps] / power, mW / hold WS [ps] / std cells / area [sq um]
5_1_grt: -125 / 0.251 / 740 / 114 / 742
3_3_place_gp: -978 / 0.153 / 1480 / 107 / 536
4_1_cts: -164 / 0.204 / 713 / 113 / 677
6_report: -101 / 0.230 / 715 / 114 / 742
3_5_place_dp: -977 / 0.152 / 1490 / 107 / 536
2_1_floorplan: 178 / 0.0536 / 457 / 37 / 251
[critical path, cell delays in order]
cell and delay [ps]:
buf_12 110, buf_6 110, or2_4 270, a21o_1 150
buf_2 110
[repair_timing]
item                                    CTS  global route
pin swaps                                10            10
setup buffers                             6             1
gates resized                           107            16
endpoints found under the setup margin   15            11
hold endpoints to repair                  0             0
Power figures rest on the tool's default switching activity, not on a simulated workload.
