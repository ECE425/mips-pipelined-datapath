==> design.v <==
`timescale 1ns / 1ps
module DataMemory(ReadData,ALUresultAddr,WriteData,MemWrite,MemRead,clk);
output[15:0]ReadData; 
input [15:0]ALUresultAddr; 
input [15:0]WriteData; 
input MemWrite; 
input MemRead;  
input clk;
reg [15:0]ReadData;
reg [15:0] Data_Mem [0:63];  
initial 
    begin 
    Data_Mem[0]=16'b0000_0000_0000_0000;
    Data_Mem[1]=16'b0000_0000_0000_0000;
    Data_Mem[2]=16'b0000_0000_0000_0000;
    Data_Mem[3]=16'b0000_0000_0000_0000;
    Data_Mem[4]=16'b0000_0000_0000_0000;
    Data_Mem[5]=16'b0000_0000_0000_0111; 
    Data_Mem[6]=16'b0000_0000_0000_0100; 
    Data_Mem[7]=16'b0000_0000_0000_0100; 
    Data_Mem[8]=16'b0000_0000_0000_0000;
    Data_Mem[12]=16'b0000_0000_0000_0001; 
    end
always @(negedge clk)
    begin 
        if(MemWrite)
         begin
             Data_Mem[ALUresultAddr]= WriteData;
         end
    ReadData=Data_Mem[ALUresultAddr];
    end
endmodule
==> run.sh <==
#!/bin/bash
# OpenROAD 26Q1-2900-gdf79404cd8, Yosys 0.63+post, stock flow scripts
make -C /OpenROAD-flow-scripts/flow DESIGN_CONFIG=/design/flow/config.mk WORK_HOME=/design/flow/orfs finish
==> config.mk <==
export PLATFORM = sky130hd
export DESIGN_NAME = DataMemory
export DESIGN_NICKNAME = DataMemory
export VERILOG_FILES = /design/flow/design.v
export SDC_FILE = /design/flow/constraint.sdc
export NUM_CORES = 4
export LEC_CHECK = 1
export CORE_UTILIZATION = 50
==> constraint.sdc <==
current_design DataMemory

set clk_period 9.1
set clk_io_pct 0.2

create_clock -name clk0 -period $clk_period [get_ports {clk}]

set non_clock_inputs [all_inputs -no_clocks]
set_input_delay [expr $clk_period * $clk_io_pct] -clock clk0 $non_clock_inputs
set_output_delay [expr $clk_period * $clk_io_pct] -clock clk0 [all_outputs]
==> out/metrics.sh <==
CORE_UTIL_FLOORPLAN=0.507
CRITICAL_PATH.REG2REG.ENDPOINT='ReadData[10]'
RUN_STATUS='finished with violations'
TRACK_USAGE=0.547
REG2REG_DEPTH=10
SLEW_VIOLATIONS=0
DETAIL_ROUTE.VIAS_PER_CELL=6.23
SYNTH-SEQ-CELLS=1040
WORST_HOLD_PATH.ENDPOINT='Data_Mem[32][1]'
POSTSYNTH.ASYNCRESETSHARE=0
SHARE_OF_POWER_BURNED_IN_COMBINATIONAL_LOGIC=0.127
IO_PINS=51
WIRE_LENGTH_OF_THE_FIRST_GLOBAL_ROUTING_PASS_MM=326
CORE_REGION_AREA_UM2=87000
SLEW_HEADROOM=0.171
CP_SLOWEST_STAGE_DELAY_NS=0.51
YS_SEQ_FRAC=0.472
HOLD_START='Data_Mem[32][1]'
P_PER_AREA_nW_PER_UM2=226
CPMAXSTAGEDELAYCELL='sky130_fd_sc_hd__or4b_1'
DRT-PASS1-ITER-COUNT=8
WORST_SLACK_NS=-0.0698
HOLDPATHSTAGES=2
FP.DIEH_UM=299
SETUP_CRIT_END_KIND='flop'
TOTAL_NUMBER_OF_VIAS=46700
INSERTION_DELAY_OF_THE_LATER_CLOCKED_PIN_IN_THE_WORST_SKEW_PAIR_NS=0.74
AVGSYNTHCELLAREA_UM2=10.1
YS.WARNINGS.COUNT=2
POWER.TOTAL_W=0.0141
FINALHOLDVIOLCOUNT=0
ROUTABILITYCONGESTION=1.14
CRITICALPATHCATEGORY='in -> reg'
GRT_SETUP_UNREPAIRED='no'
CRIT_CHAIN='clkbuf_4, buf_12, or4b_1, buf_4, nor2_2, o21ai_0, buf_4, a2111o_1, a2111oi_0, buf_4, and4_1, and4_1, a21oi_1'
REQUIRED_NS=5.15
EDF_COUNT=0
LEAKAGEPOWER_nW=30.5
DP_HPWL_MM=174
ROOT_BUFFER='sky130_fd_sc_hd__clkbuf_16'
YS_CELLS=4357
GRT_START_MAX_NET_PINS=51
DOMINANTREGCELLSYNTH='sky130_fd_sc_hd__dfxtp_1'
P_SEQ_FRAC=0.403
DATA_ARRIVAL_CRITICAL_PATH_NS=5.22
SYNTHTOPCELLSBYCOUNT='sky130_fd_sc_hd__dfxtp_1 (1,040), sky130_fd_sc_hd__mux2_2 (768), sky130_fd_sc_hd__nand2_1 (509)'
CTS_INSERTED_BUFFERS=113
POSTCTSHOLDBUFS=0
WORST_CLOCK_SKEW_NS=0.0363
CLK_PATH_BUF_DEPTH=3
CPMOSTUSEDCELL='sky130_fd_sc_hd__buf_4'
PATH_MAX_FANOUT=9
PATH_CLK_SLEW_NS=0.03
ROWS=108
WORST-R2R-SETUP-SLACK_NS=6.28
SETUP_VIOL_COUNT_FINAL=9
NETLIST_TOP_CELLS_AREA='sky130_fd_sc_hd__dfxtp_1 (47%), sky130_fd_sc_hd__mux2_2 (20%), sky130_fd_sc_hd__nand2_1 (4.3%), sky130_fd_sc_hd__a22oi_1 (2.9%), sky130_fd_sc_hd__o21ai_0 (2.8%)'
GRT_PASS1_VIAS=45300
NETLIST.TOP_CELL.BY_INSTANCES='sky130_fd_sc_hd__dfxtp_1'
NETLIST_INSTANCES=4357
POWER.SHARE.SWITCHING=0.312
CTS.SINKS=1040
NETLIST.AREA_LEADER.SHARE=0.472
SYNTH-AREA-YOSYS_UM2=44100
TOTALWIRELENGTH_MM=236
DETAIL_ROUTE.WL_PER_CELL_UM=31.5
DETAILEDROUTE.FIRSTITERATIONVIOLATIONS=5109
PEAKVDDDROP_mV=0.226
ROUTE.ANTENNA.REMAINING_NETS=0
WORST_SLEW_PIN_SLEW_NS=1.24
DIE_W_UM=299
FIN_AREA_UM2=62200
DRIVE_GT1_FRAC=0.352
REMAINING_DRC_ERRORS=0
NETSWITCHINGPOWER_W=0.00439
FAILED_CHECKS='negative setup slack'
POWER.CLOCK.FRACTION=0.471
TRITONCTS_CLOCK_TREE='yes'
MAXCAPVIOLCOUNT=0
HOLDCRITPATHCLASS='reg -> reg'
HTREE_LEVELS=3
NUMBER_OF_ANTENNA_VIOLATIONS_AT_THE_FIRST_CHECK_IN_GLOBAL_ROUTING=16
FINAL_HOLD_SLACK_NS=0.437
INTERNAL-POWER_W=0.00968
DIE-AREA_UM2=89400
WARNING_COUNT=1038
CRIT_PATH_START_KIND='input port'
GRT_OVERFLOW=0
MAPPEDNETLISTAREA_UM2=44100
AREAGROWTHSYNTHTOFINISH_PCT=41.0
SYNTHDISTINCTLIBCELLS=101
IO_BUFFERS=39
R2R-START='Data_Mem[44][10]'
POSTPLACECELLAREA_UM2=53800
LARGEST_AREA_CELL='sky130_fd_sc_hd__dfxtp_1'
==> worst max-delay path by stage <==
stage                            start  slack (ns)            to
final                 ALUresultAddr[4]       -0.07   ReadData[7]
after CTS             ALUresultAddr[0]       0.002  ReadData[10]
after global routing  ALUresultAddr[3]       0.003  ReadData[15]
==> cells in the final DEF, fill, tap and decap left out, types with 31 or more instances in the layout <==
cell type and count:
sky130_fd_sc_hd__buf_4 1012, sky130_fd_sc_hd__buf_12 96, sky130_fd_sc_hd__nand4_1 58, sky130_fd_sc_hd__a22o_1 101
sky130_fd_sc_hd__dfxtp_1 1040, sky130_fd_sc_hd__o21ai_0 250, sky130_fd_sc_hd__clkbuf_16 113, sky130_fd_sc_hd__a21oi_1 117
sky130_fd_sc_hd__nand3_1 87, sky130_fd_sc_hd__inv_1 1102, sky130_fd_sc_hd__mux2i_1 31, sky130_fd_sc_hd__mux2_2 767
sky130_fd_sc_hd__a22oi_1 166, sky130_fd_sc_hd__nor2_1 101, sky130_fd_sc_hd__nand2_1 506, sky130_fd_sc_hd__o2bb2ai_1 34
==> layout make-up <==
cell class	instances	area [µm²]
Clock buffer	113	2830
Multi-Input combinational cell	2876	22100
Inverter	37	139
Fill cell	6088	24900
Antenna cell	7	17.5
Sequential cell	1040	20800
Tap cell	1155	1450
Clock inverter	1123	4860
Timing Repair Buffer	1154	9930
==> critical path: cells and delay by family <==
| family | cells | cell delay, ns |
|---|---|---|
| and+or+nand+nor | 4 | 1.43 |
| AOI/OAI and AO/OA | 4 | 1.04 |
| buffers and inverters | 5 | 0.91 |
==> routing by layer <==
| layer | vias up | wire length (µm) | global-route usage |
|---|---|---|---|
| met3 | 872 | 38700 | 0.322 |
| met2 | 3411 | 91800 | 0.691 |
| li1 | 19900 | - | - |
| met1 | 22500 | 87000 | 0.709 |
| met5 | - | 255 | 0 |
| met4 | 22 | 18800 | 0.363 |
==> timing repair <==
item,4_1_cts,5_1_grt
setup endpoints to repair,16,15
buffers inserted,3,6
resized,57,71
gates cloned,0,0
pin swaps,7,20
endpoints found under the hold margin,0,0
==> state kept, by name, indices dropped and copies added (netlist names) <==
register,cells
Data_Mem,1024
ReadData,16
==> power by group through the flow <==
stage                 Combinational, W  Sequential (W)  Clock [W]
final                          0.00178         0.00566    0.00662
after CTS                      0.00171         0.00565    0.00672
after global routing           0.00187         0.00573    0.00730
==> logic make-up (layout without fill, tap and decap cells) <==
group / Yosys count / in the layout / share of synthesized area
and+or+nand+nor: 1075 / 1075 / 0.123
DFF: 1040 / 1040 / 0.472
AOI/OAI and AO/OA: 994 / 994 / 0.158
muxes: 805 / 805 / 0.205
buffers and inverters: 441 / 2427 / 0.0415
xor gates and xnor gates: 2 / 2 / 0.000397
other: 0 / 7 / 0
==> through the flow <==
| stage | setup TNS [ns] | utilization | instances | setup slack, ns |
|---|---|---|---|---|
| 2_1_floorplan | 0 | - | 4357 | 0.00239 |
| 6_report | -0.272 | 0.714 | 7505 | -0.0698 |
| 4_1_cts | 0 | 0.710 | 7494 | 0.00162 |
| 3_5_place_dp | -19.64 | 0.619 | 6256 | -1.29 |
| 3_3_place_gp | -19.83 | 0.619 | 6256 | -1.30 |
| 5_1_grt | 0 | 0.714 | 7499 | 0.00345 |
Power and IR drop assume default switching activity.
