## ./config.mk

```make
export PLATFORM = sky130hd
export DESIGN_NAME = Register_File
export DESIGN_NICKNAME = Register_File
export VERILOG_FILES = /design/flow/design.v
export SDC_FILE = /design/flow/constraint.sdc
export NUM_CORES = 4
export LEC_CHECK = 1
export CORE_UTILIZATION = 30
```

## ./constraint.sdc

```tcl
current_design Register_File

set clk_period 5.0
set clk_io_pct 0.2

create_clock -name clk0 -period $clk_period [get_ports {clk}]

set non_clock_inputs [all_inputs -no_clocks]
set_input_delay [expr $clk_period * $clk_io_pct] -clock clk0 $non_clock_inputs
set_output_delay [expr $clk_period * $clk_io_pct] -clock clk0 [all_outputs]
```

## ./design.v

```verilog
`timescale 1ns / 1ps
module Register_File(A,B,Aaddr, Baddr, Caddr, C,load, clk);
output [15:0] A; 
output [15:0] B; 
input [3:0]Aaddr; 
input [3:0]Baddr; 
input [3:0]Caddr; 
input [15:0] C; 
input load; 
input clk; 
reg [15:0] register [15:0];
initial 
begin
register[4'b0110]=16'b0000_0000_0000_0101; 
register[4'b0010]=16'b0000_0000_0000_0100; 
register[4'b1100]=16'b0000_0000_0000_0001; 
end
assign A= (Aaddr== 4'b0000) ? 16'b0000_0000_0000_0000 : register[Aaddr];
assign B= (Baddr== 4'b0000) ? 16'b0000_0000_0000_0000 : register[Baddr];
always @(posedge clk)
begin 
if(load== 1'b1)
    begin 
        register[Caddr]<=C;
    end
end
endmodule
```

## ./run.sh

```bash
#!/bin/bash
# OpenROAD 26Q1-2900-gdf79404cd8, Yosys 0.63+post, stock flow scripts
make -C /OpenROAD-flow-scripts/flow DESIGN_CONFIG=/design/flow/config.mk WORK_HOME=/design/flow/orfs finish
```

==> Changelog: implementation <==
### Physical design

* Worst-Margin Slew at 0.718 ns
* FP Util at 30.5%
* Number of enable flip-flop cells at 240
* Worst-path clk slew at 0.05 ns
* Top logic family: multiplexers
* Seq share, synth at 64.3%
* Clock share of power at 39.1%
* Buf+Inv Stages, Crit Path at 4
* Fin. Hold Viols at 0
* Simple Share, Synth at 1.89%
* Total negative setup slack at 0 ns
* Global-route wire length before repair at 42.8 mm
* Critical Path Source Type: primary input
* AND-OR/OR-AND Cells, Area Fraction at 7.24%
* Core Area at 0.0367 mm2
* Worst VDD drop at 0.326 mV
* All-Layer GR Usage at 16.4%
* Tool warnings at 25
* Placed inst area at 0.0125 mm2
* Drt first pass iters at 6
* Max Clock Freq at 219 MHz
* Post-CTS Setup Inserts at 0
* Cell Chain, Critical Path: clkdlybuf4s50_1 -> buf_12 -> nor2b_1 -> buf_4 -> a221oi_1 -> a221oi_1 -> o221a_2 -> clkdlybuf4s50_1
* Pleak at 4.29 nW
* Biggest area cells: edfxtp_1 64%, mux4_2 14%, mux2i_1 6.9%, mux2_2 3.1%, a221oi_1 2.3%
* Total die area at 0.0381 mm2
* Slew Limit Fails at 0
* Vias in the first global route at 7031
* Setup CP Type: in2out
* Clock sink count at 240
* Switching power at 0.944 mW
* Normalized max-slew margin at 51.9%
* Avg Synthesized Cell Area at 18.3 um2
* Status: finished clean
* Min-Delay Path Depth at 1
* Slowest cell on crit path: clkdlybuf4s50_1
* CTS root buffer: clkbuf_16
* Iteration-0 DRC Markers at 350
* Total CTS buffers at 26
* Post-DRT Antenna Nets at 0
* Combinational Power Share at 9.7%
* Critical path's top delay family: buffers and inverters
* Gate count after technology mapping at 613
* HP Class: in2reg
* Leading area contributor after synthesis: edfxtp_1
* Period minus WS final at 4.56 ns
* Hold Path End: register[6][5]$_DFFE_PP_
* Post-CTS Hold Buffers at 0
* Sequential share of power at 51.2%
* Final Wtd Congestion at 0.837
* Met3 Resource Use GR at 8.90%
* WL per Instance at 24.2 um
* Period utilization at 91.2%
* Finished Cell Area at 0.0132 mm2
* Max-area cell share at 64.3%
* Largest register FFs at 240
* Yosys adder share at 0%
* Total power draw at 4.44 mW
* Share of layout cells above drive strength 1 at 29.0%
* Post-CTS sizing at 0
* Post-synthesis cell area at 0.0112 mm2
* Crit Path Max Fanout at 19
* Main flop type: edfxtp_1
* IO Pins at 62
* Yosys xor share at 0%
* Worst EP required at 4.00 ns
* Area delta synth->final at 18.0%
* Hpwl dp at 17.4 mm
* Async SR Flop Fraction at 0%
* MUX area fraction at 23.9%
* Pin count of the biggest net entering global routing at 76
* CP max stage delay at 0.66 ns
* Synth unique cells at 32
* Worst Hold Launch: C[5]
* Vias post-DR at 6255
* Pwr/cell area at 336 mW/mm2
* Syn. warnings at 1
* Met2 usage at 26.8%
* CP endpoint kind: output pin
* Die height at 195 um
* # fillers at 3331
* # Max-Cap Violations at 0
* Initial antenna violation count at 1
* Yosys chip area at 0.0112 mm2
* Yosys Instances at 613
* Worst Path Arrival at 3.56 ns
* Internal power at 3.50 mW
* Drc violations at 0
* Sw Share at 21.2%
* Final Setup Violations at 0
* Met1 Use GR at 19.6%
* Worst-case clock buffer depth at 3
* Most flop-heavy register: register
* Ys flops at 240
* RSZ-0062 raised after global routing: no
* Cell row count at 70
* Grt ovf at 0
* Die X-Extent at 195 um
* Global route hottest layer: met2
* Largest regs: register: 240 flops
* Total Routed Length at 28.3 mm
* Htree depth at 1
* CTS tree: done
* Via density at 5.34
* PortBufs at 61
## synthesized netlist by cell type (all sizes together) (2+ instances only)
| cell | instances |
|---|---|
| edfxtp | 240 |
| clkbuf | 15 |
| o221a | 14 |
| nand2b | 4 |
| nor3 | 4 |
| nor2b | 3 |
| nor3b | 2 |
| mux2i | 77 |
| nand2 | 8 |
| buf | 36 |
| a221o | 13 |
| a21oi | 27 |
| mux4 | 69 |
| nor2 | 14 |
| nand3b | 2 |
| a221oi | 30 |
| mux2 | 31 |
| a22oi | 13 |
| o21ai | 3 |
## worst max path at each step
stage     cells after the start    to  startpoint  slack [ns]
6_report                      8  A[7]    Aaddr[0]        0.44
4_1_cts                       8  A[7]    Aaddr[0]        0.41
5_1_grt                       8  A[7]    Aaddr[0]        0.22
## cell usage in the layout (no fill, tap or decap), drive strengths merged, types with 2 or more instances in the layout
| master | instances |
|---|---|
| nand2b | 4 |
| mux2 | 31 |
| clkbuf | 32 |
| buf | 42 |
| clkinv | 11 |
| nand3b | 2 |
| clkdlybuf4s50 | 55 |
| nand2 | 8 |
| nor3b | 2 |
| a22oi | 13 |
| mux2i | 77 |
| o221a | 14 |
| o21ai | 3 |
| edfxtp | 240 |
| nor2 | 14 |
| nor3 | 4 |
| mux4 | 69 |
| a221oi | 30 |
| a21oi | 27 |
| a221o | 13 |
| nor2b | 3 |
## kinds of logic (layout without fill, tap and decap cells)
kind of cell | Yosys count | count (layout)
compound gates | 102 | 102
mux | 177 | 177
simple gates | 42 | 42
other cells | 0 | 1
buf+inv | 52 | 142
flops | 240 | 240
## layout make-up
type,instances,area [um2],share of cell area [%]
Antenna cell,1,2.50,0.0189
Clock buffer,32,694,5.25
Clock inverter,12,77.6,0.587
Inverter,1,3.75,0.0284
Multi-Input combinational cell,321,3740,28.3
Sequential cell,240,7210,54.5
Tap cell,468,586,4.43
Timing Repair Buffer,97,918,6.94
## metrics by stage
stage	hold slack [ns]	worst slack, ns	std cells	util, %
after detailed placement	1.93	0.447	1127	33.9
after global placement	1.91	0.405	1127	33.9
after floorplan	1.10	1.82	613	-
final	1.38	0.441	1172	36.0
after global routing	1.41	0.223	1172	36.0
after CTS	1.38	0.407	1171	36.0
## routing by layer
layer	up-vias	part of all wire [%]
met4	0	1.6
met5	-	0
met2	307	50
met1	3144	36
li1	2774	-
met3	30	12
## power groups by stage
stage         Combinational [mW]  Sequential [mW]  Clock (mW)
CTS                        0.440             2.27        1.78
global route               0.469             2.28        1.86
finish                     0.431             2.27        1.74
Power and IR drop assume default switching activity.
